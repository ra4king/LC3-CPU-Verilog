===== ./config.mk =====
export PLATFORM = sky130hd
export DESIGN_NAME = NibbleToHex
export DESIGN_NICKNAME = NibbleToHex
export VERILOG_FILES = /design/flow/design.v
export SDC_FILE = /design/flow/constraint.sdc
export NUM_CORES = 4
export LEC_CHECK = 1
export CORE_AREA = 10 10 70 70
export DIE_AREA = 0 0 80 80

===== ./constraint.sdc =====
current_design NibbleToHex

set clk_period 2.0
set clk_io_pct 0.2

create_clock -name clk0 -period $clk_period

set non_clock_inputs [all_inputs -no_clocks]
set_input_delay [expr $clk_period * $clk_io_pct] -clock clk0 $non_clock_inputs
set_output_delay [expr $clk_period * $clk_io_pct] -clock clk0 [all_outputs]

===== ./design.v =====
module NibbleToHex(
	output reg[6:0] hex,
	input [3:0] nibble
);
	always @(nibble)
	begin
		case(nibble)
			4'h0: hex = 7'b1000000;
			4'h1: hex = 7'b1111001;
			4'h2: hex = 7'b0100100;
			4'h3: hex = 7'b0110000;
			4'h4: hex = 7'b0011001;
			4'h5: hex = 7'b0010010;
			4'h6: hex = 7'b0000010;
			4'h7: hex = 7'b1111000;
			4'h8: hex = 7'b0000000;
			4'h9: hex = 7'b0010000;
			4'hA: hex = 7'b0001000;
			4'hB: hex = 7'b0000011;
			4'hC: hex = 7'b1000110;
			4'hD: hex = 7'b0100001;
			4'hE: hex = 7'b0000110;
			4'hF: hex = 7'b0001110;
		endcase
	end
endmodule

===== ./run.sh =====
#!/bin/bash
# OpenROAD 26Q1-2900-gdf79404cd8, Yosys 0.63+post, stock flow scripts
make -C /OpenROAD-flow-scripts/flow DESIGN_CONFIG=/design/flow/config.mk WORK_HOME=/design/flow/orfs finish

==> results.txt <==
Synthesis and place-and-route results.

- The run finished with clean final reports.
- The layout sequential cell count is 0.
- The count of hold buffers inserted by post-cts repair is 0.
- For reference, the final report shows the hold violation count at 0.
- The min-delay analysis places its worst path in the category in2out.
- The critical path starts at nibble[1].
- Of the post-synthesis cell area, the part taken by muxes is 28.18%.
- The number of global-route vias before repair is 285.
- Counting both buffers and inverters, the worst setup path holds a total of 4.
- The initial antenna violation count is 0.
- The leakage component of the power was reported as ~0.28 nW.
- The floorplan step set the die height to around 80 µm.
- After synthesis, the largest family of logic cells by area is adder cells.
- The number of ports placed on the die boundary is 11.
- Sequential cells were found to cover 0% of the synthesized design area.
- The routed design shows a wire length per standard cell of 8.080 µm.
- The share of synthesized area in the top cell type comes to a little under a third.
- The filler cells instantiated in the layout total about 380.
- A synthesized cell averages between 8 and 9 µm².
- The kind of start point of the critical path is a primary input.
- Entering global routing, the biggest net connects 8 pins.
- The number of port buffers is 11.
- The chip occupies 0.006400 mm².
- The kind of cell adding the most delay to the critical path is buffers and inverters.
- The number of cells on the worst hold path is listed as 5.
- The time the worst path needs with I/O delays and setup is around 2.0 ns.
- Global routing used approximately 2.3% of the available tracks.
- The sum of net half-perimeters after detailed placement is 629 µm.
- The simple-gate portion of the synthesized area is between 10 and 15%.
- STA lists the startpoint of the worst hold path as nibble[0].
- In the floorplan report the effective utilization is under 10%.
- Setup repair after global routing could not meet its margin everywhere.
- Per the OpenROAD floorplan log, the width of the die is around 80 µm.
- Per the timing report, the biggest fanout along the worst path comes to 4.
- The post-route DRC violation count is 0.
- The cell type with the largest total area is sky130_fd_sc_hd__ha_1.
- According to the report, the first pass of detailed routing completed in 2 iterations.
- The count of final setup violators is 0.
- The xor and xnor fraction of the mapped netlist area is 0%.
- The warning count from the yosys run is 1.
- At the end of the flow the core is filled with cells to around 16%.
- The cell total in the yosys stat output is 32.
- The final sum of negative setup slack is 0 ns.
- The number of vias after detailed routing is just under 300.
- Among all stages on the critical path, the largest delay is contributed by sky130_fd_sc_hd__clkdlybuf4s50_1.
- According to the timing report, the arrival time at the worst endpoint equals 1.57 ns.
- The sequential standard cell area is 0 µm².
- The antenna diode instance count is 0.
- After layout, the worst path uses a little over nine tenths of the clock period.
- Synthesis produced 32 cells.
- The Yosys chip area is 275.3 µm².
- The floorplan row count is 21.
- The sort of element at the end of the critical path is a primary output.
- The most numerous cell type found on the critical path is sky130_fd_sc_hd__buf_4.
- The peak ir drop on the vdd network is 0.02294 mV.
- The count of unique library cells instantiated by Yosys is 15.
- At the pin with the least slew margin, the transition time is roughly 0.18 ns.
- The kind of critical path is in2out.
- The number of clock buffer instances in the layout is 0.
- Prior to clock tree synthesis, the placed netlist has a worst setup slack of -0.7678 ns.
- The total global routing overflow is 0.
- The main area contributors are sky130_fd_sc_hd__ha_1 (32%), sky130_fd_sc_hd__mux2i_1 (15%), sky130_fd_sc_hd__mux4_1 (9.5%).
- Dividing the detail-routed via count by the number of cells gives between 2 and 3.
- Counting pins that exceed their max-slew limit in the final report gives 0.
- The area of the core is around 0.0034 mm².
- Across all stage logs, warnings added up to 39.
- The area growth from synthesis to final layout is 100.0%.
- Headroom to the max-slew limit came out at between 80% and 90%.
- The longest incremental delay of any stage on the critical path is reported as about 0.40 ns.
- For the worst setup path, the data required time is 1.60 ns.
- The ratio of cells with drive above 1 in the final layout is around 46%.
- The area share of and-or/or-and cells after synthesis is ~15%.
- The highest clock rate this design can be run at is 0.5085 GHz.
- Summing every instance area after synthesis gives between 200 and 300 µm².
- Traced cell by cell, the critical path runs through buf_2 > buf_4 > ha_1 > buf_4 > a22o_1 > clkdlybuf4s50_1.
- The number of maximum-capacitance constraint violations is 0.
- The detailed router finished its first iteration with 3 violations.
- The routed wire length is slightly above 800 µm.
- Hold analysis lists the worst path endpoint as hex[0].
- The cell area power density is approximately 170 mW/mm².
- The last weighted congestion value of the routability-driven placer is 0.7988.
- The residual antenna-violating net count after detailed routing is 0.
- The cell-mix breakdown from Yosys lists the adder-cell area share as 31.82%.
- For this run the top cell type by instance count after synthesis was sky130_fd_sc_hd__ha_1.
- In the post-route analysis, the smallest setup slack over all paths is 0.03345 ns.
- Sorting the synthesized cells by how often they occur yields sky130_fd_sc_hd__ha_1 (7), sky130_fd_sc_hd__nor2_1 (5), sky130_fd_sc_hd__mux2i_1 (4).
- The first global-routing pass estimated about 1300 µm of wire.
worst max path at each step:
stage | slack [ns] | depth (start not counted) | to
after CTS | 0.007 | 7 | hex[0]
after global routing | -0.00003 | 6 | hex[2]
final | 0.03 | 6 | hex[2]
final cells by class:
cell class	count	area [µm²]	area share, %
Multi-Input combinational cell	27	281.5	51.14
Timing Repair Buffer	24	197.7	35.91
Tap cell	46	57.56	10.45
Inverter	3	13.76	2.500
cell families (layout without fill, tap and decap cells):
family | Yosys count | in the layout
AND-OR/OR-AND | 6 | 6
buffers and inverters | 5 | 27
AND/OR/NAND/NOR | 8 | 8
adder cells (fa/ha/maj) | 7 | 7
multiplexers | 6 | 6
where the power goes:
group,internal [mW],switching [mW]
clock,0,0
combinational,0.0568,0.0365
sequential,0,0
total,0.0568,0.0365
cells in the final DEF (no fill, tap or decap):
cell type / n
sky130_fd_sc_hd__clkdlybuf4s15_1: 2
sky130_fd_sc_hd__ha_4: 2
sky130_fd_sc_hd__mux4_1: 1
sky130_fd_sc_hd__buf_2: 2
sky130_fd_sc_hd__inv_4: 1
sky130_fd_sc_hd__dlygate4sd2_1: 3
sky130_fd_sc_hd__nor2_2: 1
sky130_fd_sc_hd__and2b_2: 1
sky130_fd_sc_hd__inv_1: 1
sky130_fd_sc_hd__a32o_1: 1
sky130_fd_sc_hd__ha_2: 1
sky130_fd_sc_hd__mux2_2: 1
sky130_fd_sc_hd__o21ai_2: 1
sky130_fd_sc_hd__nor2_1: 4
sky130_fd_sc_hd__buf_4: 12
sky130_fd_sc_hd__ha_1: 4
sky130_fd_sc_hd__dlymetal6s2s_1: 2
sky130_fd_sc_hd__clkbuf_2: 1
sky130_fd_sc_hd__mux2i_1: 4
sky130_fd_sc_hd__buf_6: 1
sky130_fd_sc_hd__or3b_1: 1
sky130_fd_sc_hd__nand2_1: 1
sky130_fd_sc_hd__clkdlybuf4s50_1: 1
sky130_fd_sc_hd__a22o_1: 2
sky130_fd_sc_hd__a21oi_1: 1
sky130_fd_sc_hd__o21ai_1: 1
sky130_fd_sc_hd__inv_2: 1
tightest hold or removal path, cell delays in order:
cell	delay, ns
sky130_fd_sc_hd__buf_4	0.11
sky130_fd_sc_hd__ha_4	0.13
sky130_fd_sc_hd__mux2i_1	0.07
sky130_fd_sc_hd__o21ai_2	0.12
sky130_fd_sc_hd__clkbuf_2	0.09
through the flow:
step / hold slack, ns / instance area, µm² / instances / total power, mW
finish: 1.325 / 550.5 / 100 / 0.09332
global route: 1.382 / 550.5 / 100 / 0.1052
CTS: 1.416 / 536.8 / 100 / 0.09563
detailed placement: 1.899 / 501.7 / 97 / 0.09185
global placement: 1.898 / 501.7 / 97 / 0.09093
floorplan: 0.9001 / 275.3 / 32 / 0.03642
routing by layer:
| layer | GRT usage, % | up-vias | routed length [µm] |
|---|---|---|---|
| li1 | - | 158 | - |
| met1 | 2.844 | 134 | 370 |
| met2 | 4.414 | 6 | 397 |
| met3 | 0.2273 | 0 | 40 |
| met4 | 0 | 0 | 0 |
| met5 | 0 | - | 0 |
timing repair:
item                       4_1_cts  5_1_grt
resized                         28        6
setup endpoints to repair        7        4
buffers inserted                 2        0
pin swaps                        1        2
gates cloned                     1        0
Power is estimated from default activity; no workload was simulated.
