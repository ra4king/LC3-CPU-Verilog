--- flow/config.mk ---
export PLATFORM = sky130hd
export DESIGN_NAME = ALU
export DESIGN_NICKNAME = ALU
export VERILOG_FILES = /design/flow/design.v
export SDC_FILE = /design/flow/constraint.sdc
export NUM_CORES = 4
export LEC_CHECK = 1
export CORE_AREA = 10 10 80 80
export DIE_AREA = 0 0 90 90
--- flow/constraint.sdc ---
current_design ALU

set clk_period 8.1
set clk_io_pct 0.2

create_clock -name clk0 -period $clk_period

set non_clock_inputs [all_inputs -no_clocks]
set_input_delay [expr $clk_period * $clk_io_pct] -clock clk0 $non_clock_inputs
set_output_delay [expr $clk_period * $clk_io_pct] -clock clk0 [all_outputs]
--- flow/design.v ---
module ALU(
	input [1:0] aluk,
	input [15:0] A, B,
	output [15:0] out
);
	wire [15:0] ADD = A + B;
	wire [15:0] AND = A & B;
	wire [15:0] NOT = ~A;
	wire [15:0] RSHIFT = {A[15], A[15:1]};
	assign out = aluk == 2'b00 ? ADD :
					 aluk == 2'b01 ? AND :
					 aluk == 2'b10 ? NOT :
					 RSHIFT;
endmodule
--- flow/run.sh ---
#!/bin/bash
# OpenROAD 26Q1-2900-gdf79404cd8, Yosys 0.63+post, stock flow scripts
make -C /OpenROAD-flow-scripts/flow DESIGN_CONFIG=/design/flow/config.mk WORK_HOME=/design/flow/orfs finish
==> Slide: Implementation Results <==
Key Metrics from the Run

Routing
  – Drt first-iter violations: 82
  – Ant diodes: 0
  – Routed wire length: 3970 um
  – Number of routed nets with antenna violations: 0
  – Via density: 5.14
  – Detailed-router iteration count before antenna repair: 4
  – Vias: 1450
  – Routed wirelength normalized by instance count: 14.1 um
  – Number of design rule violations left after detail routing: 0

Placement
  – Port buffer count: 50
  – Placed cell area: 1900 um2
  – Routability-driven placement congestion ratio: 0.863
  – Final HPWL DP: 3240 um

Power
  – Areal power density over the cells: 69.2 nW/um2
  – Internal Dissipation: 0.0758 mW
  – VDD IR max: 0.0196 mV
  – Gate power share: 100.0%
  – Cell leakage power: 0.763 nW
  – Switching share of power: 42.4%
  – Share of total power in sequential cells: 0%
  – Power share of the clock group: 0%
  – P_sw: 0.0558 mW

GRT
  – Total gr overflow: 0
  – Vias in the first global route: 1460
  – All-Layer GR Usage: 9.68%
  – Global-route wire length before repair: 6930 um
  – Maximum number of pins on one net before global-route repair: 26
  – Antenna violations before repair: 0

Min path
  – Worst hold path endpoint: out[0]
  – Startpoint of the tightest hold check path: A[0]
  – Path type of the worst min-delay path: input pin to output pin
  – Instance count along the most critical hold path: 4

Layout
  – # clk buffers: 0
  – Share of final-layout standard cells stronger than drive strength 1: 11.2%
  – Area growth from synthesis to layout: 37.3%
  – Post-Route Utilization: 40.2%
  – Final non-filler cell area: 1900 um2
  – Seq. cell area: 0 um2
  – Sequential cell count: 0
  – Count of fill cells added during filler insertion: 470

Worst setup path
  – Cell Chain, Critical Path: clkdlybuf4s50_1 > ha_1 > fa_1 > a211oi_1 > o21bai_1 > a21oi_1 > xnor2_1 > mux4_2 > clkdlybuf4s50_1
  – Data required time at the worst endpoint: 6.48 ns
  – Capturing element type of the critical path: output pin
  – Max Fanout on Critical Path: 4
  – Data arrival, critical path: 4.41 ns
  – Highest-delay cell along the critical path: sky130_fd_sc_hd__mux4_2
  – Critical path class: input pin to output pin
  – Most repeated library cell on the critical path: sky130_fd_sc_hd__clkdlybuf4s50_1
  – Startpoint types: input pin
  – Longest individual stage delay on the worst path: 0.45 ns

Timing
  – Setup violation total in the final timing report: 0
  – Share of the cycle needed by the critical path after routing: 74.4%
  – Slew HR: 57.5%
  – Worst slew pin tran: 0.635 ns
  – TNS Setup: 0 ns
  – Unrepaired setup endpoints after global routing: false
  – Fmax: 0.166 GHz
  – Number of pins with negative max-slew slack in the final report: 0
  – Min Tclk post-route: 6.03 ns
  – Final hold vios: 0

Logic synthesis
  – Portion of the post-synthesis area used by sequential elements: 0%
  – Area of the synthesized netlist per yosys stat: 1380 um2
  – Compound-cell area share of the yosys netlist: 28.8%
  – Post-synthesis average cell area: 7.91 um2
  – Multiplexer share of the synthesized area: 21.4%
  – Post-synthesis instance area: 1380 um2
  – Post-synthesis simple-gate area fraction: 18.4%
  – Main combinational cell family by area after synthesis: AND-OR/OR-AND gates
  – Cells after Synth: 175
  – Post-Synth Adder-Cell Area: 15.9%
  – Number of distinct library cells after synthesis: 51
  – Yosys stat cell total: 175
  – Share of the synthesized netlist area taken by xor and xnor gates: 5.70%
  – Number of warnings reported in the yosys synthesis log: 0

Floorplan
  – Floorplan core area: 4720 um2
  – Die Span Y: 90 um
  – Width of the die: 90 um
  – Ports placed on the boundary: 50
  – Floorplan Utilization: 29.3%
  – Standard-cell row count: 25
  – DIE AREA: 8100 um2

Run status
  – Result of the run: finished clean

CTS
  – Post-cts gate resize count: 0
  – Setup fix buffers added after clock tree synthesis: 0
  – Count of hold buffers inserted by post-cts repair: 0

Job
  – Reported max-cap violation count: 0
  – Number of warning messages in the logs: 32
## cells by family after synthesis
logic type | Yosys count
fa+ha+maj | 17
simple gates | 50
xor+xnor | 9
mux | 17
compound gates | 56
buf+inv | 26
## worst max-delay path by stage
stage	startpoint	endpoint	slack (ns)
6_report	A[0]	out[6]	2.07
5_1_grt	A[0]	out[6]	1.90
4_1_cts	A[0]	out[6]	2.06
## through the flow
| stage | hold WS (ns) | instances | setup slack (ns) | power (mW) |
|---|---|---|---|---|
| floorplan | 3.42 | 175 | 3.15 | 0.0788 |
| global placement | 4.39 | 282 | 2.13 | 0.133 |
| detailed placement | 4.39 | 282 | 2.06 | 0.133 |
| CTS | 4.39 | 282 | 2.06 | 0.133 |
| global route | 4.45 | 282 | 1.90 | 0.147 |
| finish | 4.39 | 282 | 2.07 | 0.132 |
## critical path, delay by kind of cell
family	cells	cell delay, ns
buffers and inverters	2	0.84
AND-OR/OR-AND	3	0.71
adder cells (fa/ha/maj)	2	0.70
multiplexers	1	0.45
XOR/XNOR	1	0.10
## power groups by stage
stage | combinational (mW) | clock, mW | sequential [mW]
4_1_cts | 0.133 | 0 | 0
5_1_grt | 0.147 | 0 | 0
6_report | 0.132 | 0 | 0
## placed cells by master, fill, tap and decap left out, types with 3 or more instances in the layout
master                            synthesis  routed
sky130_fd_sc_hd__nor2_1                  11      11
sky130_fd_sc_hd__a21o_1                   4       4
sky130_fd_sc_hd__a21oi_2                  3       3
sky130_fd_sc_hd__inv_1                   14      14
sky130_fd_sc_hd__xnor2_1                  5       5
sky130_fd_sc_hd__nand3_1                  5       5
sky130_fd_sc_hd__o211ai_1                 3       3
sky130_fd_sc_hd__o21ai_0                  6       6
sky130_fd_sc_hd__a21oi_1                 15      15
sky130_fd_sc_hd__nor3_1                   5       5
sky130_fd_sc_hd__nand2_1                 11      11
sky130_fd_sc_hd__nand4_1                  5       5
sky130_fd_sc_hd__clkdlybuf4s50_1          0      50
sky130_fd_sc_hd__xor2_1                   4       4
sky130_fd_sc_hd__o21bai_1                 3       3
sky130_fd_sc_hd__ha_1                    16      16
sky130_fd_sc_hd__mux4_2                  10      10
sky130_fd_sc_hd__mux2i_1                  6       6
sky130_fd_sc_hd__o21a_1                   3       3
## cell usage after synthesis, types with 2 or more instances
library cell / number / area (um2)
sky130_fd_sc_hd__nor2_1: 11 / 41.3
sky130_fd_sc_hd__a211oi_1: 2 / 15.0
sky130_fd_sc_hd__o21bai_1: 3 / 22.5
sky130_fd_sc_hd__inv_1: 14 / 52.6
sky130_fd_sc_hd__mux4_2: 10 / 225
sky130_fd_sc_hd__xnor2_1: 5 / 43.8
sky130_fd_sc_hd__nand4_1: 5 / 31.3
sky130_fd_sc_hd__or2_2: 2 / 12.5
sky130_fd_sc_hd__a2111o_1: 2 / 22.5
sky130_fd_sc_hd__xor2_1: 4 / 35.0
sky130_fd_sc_hd__and3_2: 2 / 15.0
sky130_fd_sc_hd__a21o_1: 4 / 30.0
sky130_fd_sc_hd__o21ai_0: 6 / 30.0
sky130_fd_sc_hd__mux2i_1: 6 / 60.1
sky130_fd_sc_hd__buf_6: 3 / 33.8
sky130_fd_sc_hd__o221ai_1: 2 / 17.5
sky130_fd_sc_hd__nand2_1: 11 / 41.3
sky130_fd_sc_hd__clkbuf_1: 6 / 22.5
sky130_fd_sc_hd__o211ai_1: 3 / 22.5
sky130_fd_sc_hd__o21a_1: 3 / 22.5
sky130_fd_sc_hd__a21oi_1: 15 / 75.1
sky130_fd_sc_hd__a21oi_2: 3 / 26.3
sky130_fd_sc_hd__nor3_1: 5 / 25.0
sky130_fd_sc_hd__nand3_1: 5 / 25.0
sky130_fd_sc_hd__or4_1: 2 / 15.0
sky130_fd_sc_hd__ha_1: 16 / 200
## final cells by class
| cell class | count | area, um2 | area share, % |
|---|---|---|---|
| Multi-Input combinational cell | 149 | 1250 | 65.7 |
| Inverter | 14 | 52.6 | 2.76 |
| Timing Repair Buffer | 52 | 515 | 27.1 |
| Tap cell | 67 | 83.8 | 4.41 |
## metal layers
metal,track usage (%),vias to the layer above,share of wire [%]
met1,15.0,646,52
met4,0,0,0
li1,-,760,-
met2,14.4,44,41
met5,0,-,0
met3,1.93,0,6.2
Power is estimated from default activity; no workload was simulated.
